===== config.mk =====
export PLATFORM = sky130hd
export DESIGN_NAME = part1
export DESIGN_NICKNAME = part1
export VERILOG_FILES = /design/flow/design.v
export SDC_FILE = /design/flow/constraint.sdc
export NUM_CORES = 4
export LEC_CHECK = 1
export CORE_AREA = 10 10 70 70
export DIE_AREA = 0 0 80 80

===== constraint.sdc =====
current_design part1

set clk_period 1.6
set clk_io_pct 0.2

create_clock -name clk0 -period $clk_period [get_ports {iClock}]

set non_clock_inputs [all_inputs -no_clocks]
set_input_delay [expr $clk_period * $clk_io_pct] -clock clk0 $non_clock_inputs
set_output_delay [expr $clk_period * $clk_io_pct] -clock clk0 [all_outputs]

===== design.v =====
module part1(iColour,iResetn,iClock,oX,oY,oColour,oPlot,oNewFrame);
   input wire [2:0] iColour;
   input wire 	    iResetn;
   input wire	    iClock;
   output wire [7:0] oX;          
   output wire [6:0] oY;
   output wire [2:0] oColour;      
   output wire 	     oPlot;        
   output wire       oNewFrame;
	wire drawDone, erase, frameDelay, move, plot, resetN,tester1,eraseDone;
	wire [3:0] state;
   parameter
     X_BOXSIZE = 8'd4,    
     Y_BOXSIZE = 7'd4,    
     X_SCREEN_PIXELS = 9,   
     Y_SCREEN_PIXELS = 7,   
     CLOCKS_PER_SECOND = 1200,  
     X_MAX = X_SCREEN_PIXELS - 1 - X_BOXSIZE,  
     Y_MAX = Y_SCREEN_PIXELS - 1 - Y_BOXSIZE,
     FRAMES_PER_UPDATE = 15,
     PULSES_PER_SIXTIETH_SECOND = CLOCKS_PER_SECOND / 60;
   wire [7:0] frameCounter;
   controlPath p0(iClock, iResetn, oPlot, drawDone, erase, frameDelay, move, resetN,eraseDone,state);
   dataPath p1(iColour,iClock, iResetn, oPlot, erase, drawDone, oNewFrame, oX, oY,oColour, frameDelay, move, resetN,eraseDone,state,frameCounter);
endmodule  
module controlPath(clk, reset, plot, drawDone, erase,frameDelay, move, resetN,eraseDone,state);
	input clk, reset,drawDone,frameDelay,eraseDone;
	output reg plot, erase, move, resetN;
	output reg[3:0] state;
	reg [2:0] next;
	localparam
		RESET = 4'd0,
		DRAW = 4'd1,
		DELAY = 4'd2,
		ERASE = 4'd3,
		MOVE = 4'd4;
	always @(*)
	begin
		case (state)
		RESET:
			next = DRAW;
		DRAW:
			begin
			if(!reset)
				next = RESET;
			next = drawDone? DELAY:DRAW;
			end
		DELAY: 
			begin
			if(!reset)
				next = RESET;
			next = frameDelay ? ERASE : DELAY;
			end
		ERASE: 
			begin
			if(!reset)
				next = RESET;
			next = eraseDone ? MOVE : ERASE;
			end
		MOVE: 
			begin
			if(!reset)
				next = RESET;
			next = RESET;
			end
		default: state = RESET;
		endcase
	end
	always @(*)
	begin
		plot = 1'b0;
		erase = 1'b0;
		move = 1'b0;
		case(state)
		DRAW:
			plot =1'b1;
		ERASE: 
			erase = 1'b1;
		MOVE:
			move = 1'b1;
		endcase
	end
	always @(posedge clk)
		begin
		if(!reset)
			state <= RESET;
		else
			state <= next;	
		end
endmodule
module dataPath (iColor,clk, reset, plot, erase, drawDone, oNewFrame, outX, outY,color, frameDelay, move,resetN,eraseDone,state,frameCounter);
	input clk, reset, plot, erase, move,resetN;
	input [2:0] iColor;
	input [3:0] state;
	output reg drawDone, oNewFrame, frameDelay, eraseDone;
	output reg [7:0] outX;
	output reg [6:0] outY;
	output reg [2:0] color;
	output reg [7:0] frameCounter;
	reg [4:0] delayCounter;
	reg [4:0] drawCounter;
	reg [3:0] tempX;
	reg [2:0] tempY;
	reg DirH, DirY;
	always @(posedge clk)
		begin
		color = (state == 1)? iColor : 3'b0;
		if(!reset)
			begin
				drawDone = 1'b0;
				oNewFrame = 1'b0;
				outX = 4'b0;
				outY = 3'b0;
				tempX = 4'b0;
				tempY = 3'b0;
				frameCounter = 5'b0;
				drawCounter = 5'b0;
				color = 3'b0;
				frameDelay = 1'b0;
				DirH = 1'b1;
				DirY = 1'b0;
				eraseDone = 1'b0;
			end
		if(state == 4'd1 || state == 4'd3)
			begin
				outX <= tempX;
				outY <= tempY;
				if(state == 4'd1)
				begin
					drawCounter<=5'b0;
					if(drawCounter == 5'd16)
						begin
						drawCounter <= 5'b0;
						drawDone = 1'b1;
						end
					else
						begin
						outX <= tempX + {drawCounter[1], drawCounter[0]};
						outY <= tempY + {drawCounter[3], drawCounter[2]};
						drawCounter <= drawCounter + 1'b1;
						drawDone = 1'b0;
						end
				end
				else if(state == 4'd3)
				begin
					drawCounter<=5'b0;
					if(drawCounter == 5'd16)
					begin
						drawCounter <= 5'b0;
						eraseDone = 1'b1;
					end
					else
					begin
						outX <= tempX + {drawCounter[1], drawCounter[0]};
						outY <= tempY + {drawCounter[3], drawCounter[2]};
						drawCounter <= drawCounter + 1'b1;
						eraseDone = 1'b0;
					end
				end
			end	
		if(state == 4'd4)
			begin
				if(outX == 4'b0)
					DirY = 1'b0;
				else if(outX == 4'd4)
					DirY = 1'b1;
				else if(outY == 3'b0)
					DirH = 1'b1;
				else if(outY == 3'd2)
					DirH = 1'b0;
				if(DirH & !DirY)
				begin
					tempX <= tempX + 1'b1;
					tempY <= tempY + 1'b1;
				end
				else if(!DirH & !DirY)
				begin
					tempX <= tempX + 1'b1;
					tempY <= tempY - 1'b1;
				end
				else if(DirH & DirY)
				begin
					tempX <= tempX - 1'b1;
					tempY <= tempY + 1'b1;
				end
				else if(!DirH & DirY)
				begin
					tempX <= tempX - 1'b1;
					tempY <= tempY - 1'b1;
				end
			end
		if(delayCounter == 5'd19)
		begin
			delayCounter <= 5'b0;
			oNewFrame = 1'b1;
		end
		else if(!reset)
			delayCounter<=5'b0;
		else 
		begin
			delayCounter <= delayCounter + 1'b1;
			oNewFrame = 1'b0;
		end		
		if(oNewFrame)
		begin
			if(frameCounter == 5'd14)
				begin
				frameCounter <= 5'b0;
				frameDelay = 1'b1;
				end
			else
				begin
				frameCounter <= frameCounter + 1'b1;
				frameDelay = 1'b0;
				end
		end
	end
endmodule

===== run.sh =====
#!/bin/bash
# OpenROAD 26Q1-2900-gdf79404cd8, Yosys 0.63+post, stock flow scripts
make -C /OpenROAD-flow-scripts/flow DESIGN_CONFIG=/design/flow/config.mk WORK_HOME=/design/flow/orfs finish

==> Slide: Implementation Results <==
Flow Results at a Glance

Status
  – Outcome: completed

Route
  – Number of diodes: 0
  – Detailed Route WL: 617 microns
  – Router iterations before antenna repair: 2
  – Drc violations: 0
  – WL/cell: 6.564 microns
  – Vias per inst: 2.309
  – Detail Route Antenna Nets: 0
  – First DRT Iteration DRCs: 7
  – Vias: 217

Cells and area
  – Final Util: 12.38%
  – Fillers: 403
  – Area growth, synth to finish: 6.289%
  – Final Instance Area: 422.9 sq um
  – Top cell excl fill/tap: conb_1
  – Share of layout cells above drive strength 1: 10.42%
  – Non-Filler Instances: 94
  – Most frequent cells in the layout: 19 x conb_1, 6 x dfxtp_1, 3 x inv_1, 3 x nor2_1, 3 x clkbuf_4

STA
  – Max Clk Rate: 761.7 MHz
  – Slew Viols, Final: 0
  – Setup Skew: 0.006794 ns
  – Worst Slack Setup Final: 0.2872 ns
  – RSZ-0062 raised after global routing: no
  – Tmin final: 1.313 ns
  – Final setup TNS: 0 ns
  – Final Hold Vio Count: 0
  – Cycle use final: 82.05%
  – Final setup fails: 0

Die
  – Row cnt: 21
  – Die area: 6400 sq um
  – Fp util: 11.65%
  – Die Span Y: 80 microns
  – Die extent in x: 80 microns
  – I/O pin total: 25
  – Core box area: 3416 sq um

Clocking
  – CTS tree: done
  – Post-CTS Hold Fix Bufs: 0
  – PostCTS Resize Cnt: 0
  – Clk buf depth: 2
  – Clk slew on worst S/H paths: 0.05 ns
  – H-tree depth: 1
  – CTS buffer count: 3
  – Setup bufs post-CTS: 0
  – Clock latency (worst-skew pair): 0.24 ns
  – CTS Root Cell: clkbuf_4
  – Sink Count: 6

Synthesis
  – Cell Type Count: 17
  – Mapped Cells: 44
  – Syn avg cell area: 9.043 sq um
  – Yosys Chip Area: 397.9 sq um
  – Synthesized registers: 6
  – Yosys warning count: 18
  – Yosys cell count: 44
  – Seq share, synth: 30.19%
  – Synth Cell Area: 397.9 sq um

Setup path
  – Crit path DRT: 1.28 ns
  – CP Class: reg2out
  – Buf/Inv on CP: 1
  – Peak per-stage delay on the critical path: 0.45 ns
  – Worst Path Max Fanout: 1
  – CP top delay family: buffers and inverters
  – CP max stage cell: clkdlybuf4s50_1
  – Worst EP arrival: 0.99 ns
  – Critical path, cell by cell: clkdlybuf4s50_1
  – Crit. End Element: primary output
  – Startpoint Class: register

Pwr
  – Static leakage: 0.1854 nW
  – Pwr dens: 758.3 nW/um^2
  – VDD IR max: 0.0001201 V

Min path
  – Hold crit path type: reg2reg

Placement
  – Dpl hpwl: 511.1 microns
  – Placement Setup Slack: 0.4995 ns
  – DP Cell Count: 91
  – Placed cell areas: 400.4 sq um
  – RD Place Congestion: 0.7496
  – Number of buffers added on ports: 2

Global route
  – Pin count of the biggest net entering global routing: 7
  – GRT Util Overall: 1.808%
  – Vias in the first global route: 251
  – Remaining global-route overflow: 0
  – First-pass GRT wire length: 972 microns
  – Initial antenna violation count: 0

Job
  – Max Cap Viol: 0
  – Tool warnings: 28
[per-layer routing]
layer  wire (microns)  track usage (%)
met2              240            2.648
met5                0                0
met4                0           0.1761
met1              294            2.135
met3               82            1.364
[state kept, by name (all words and copies together), names as in the netlist]
name / cells
p1.delayCounter: 5
p1.oNewFrame: 1
[Yosys cell counts (all sizes together)]
library cell  count  area [sq um]
nor2b             1         6.260
conb              1         3.750
nand2             1         6.260
buf              19         142.6
ha                1         12.51
nand3b            1         7.510
xnor2             1         8.760
o21ai             1         5.000
nand3             1         5.000
nor2              3         11.26
dfxtp             6         120.1
a31oi             1         6.260
inv               3         11.26
xor2              1         8.760
nand4bb           1         27.53
and3              1         6.260
nand4b            1         8.760
[worst register-to-register path: cells and delay by family (launching register included)]
family	cells	cell delay (ns)
DFF	1	0.34
adders and majority gates	1	0.29
and+or+nand+nor	2	0.34
[through the flow]
stage / hold WS, ns / power (mW)
after floorplan: 0.4175 / 0.2100
after global placement: 0.4324 / 0.1879
after detailed placement: 0.4356 / 0.1870
after CTS: 0.4416 / 0.3314
after global routing: 0.5133 / 0.3471
final: 0.4415 / 0.3207
[area by class of cell]
cell class                 instances  area, sq um  share of cell area, %
clock buffer                       3        22.52                  5.325
multi-input combinational         34        191.4                  45.27
inverter                           3        11.26                  2.663
timing repair buffer               2        20.02                  4.734
sequential                         6        120.1                  28.40
tap                               46        57.56                  13.61
[power breakdown]
part / switching (mW) / leakage (nW) / internal, mW / total (mW)
registers: 0.00554 / 0.0490 / 0.157 / 0.162
clock network: 0.0533 / 0.0138 / 0.0848 / 0.138
logic: 0.0101 / 0.123 / 0.0104 / 0.0204
total: 0.0689 / 0.185 / 0.252 / 0.321
[final timing paths]
check                startpoint                 end  slack, ns  cells after the start
max                p1.oNewFrame           oNewFrame       0.29                      1
min          p1.delayCounter[0]  p1.delayCounter[0]       0.44                      1
max reg2reg  p1.delayCounter[0]  p1.delayCounter[1]       0.52                      3
min reg2reg  p1.delayCounter[0]  p1.delayCounter[0]       0.44                      1
[kinds of logic after synthesis]
| group | after synthesis | synth area share, % |
|---|---|---|
| buffers and inverters | 22 | 38.68 |
| AND/OR/NAND/NOR | 10 | 19.81 |
| flip-flops | 6 | 30.19 |
| AND-OR/OR-AND | 2 | 2.830 |
| XOR/XNOR | 2 | 4.403 |
| adder cells (fa/ha/maj) | 1 | 3.144 |
| other | 1 | 0.9425 |
Power figures rest on the tool's default switching activity, not on a simulated workload.
